### /design/flow/config.mk
export PLATFORM = sky130hd
export DESIGN_NAME = processor
export DESIGN_NICKNAME = processor
export VERILOG_FILES = /design/flow/design.v
export SDC_FILE = /design/flow/constraint.sdc
export NUM_CORES = 4
export LEC_CHECK = 1
export CORE_UTILIZATION = 50
### /design/flow/constraint.sdc
current_design processor

set clk_period 4.7
set clk_io_pct 0.2

create_clock -name clk0 -period $clk_period [get_ports {clk}]

set non_clock_inputs [all_inputs -no_clocks]
set_input_delay [expr $clk_period * $clk_io_pct] -clock clk0 $non_clock_inputs
set_output_delay [expr $clk_period * $clk_io_pct] -clock clk0 [all_outputs]
### /design/flow/design.v
`timescale 1ns / 1ps
module alu_control(input[1:0]opcode,input[3:0]funct,input sel,output reg[3:0]alu_cnt);
always@(*)
    begin
    case(sel)
    1'b0:
        case(opcode)
        2'b00:
        alu_cnt=4'b0110; 
        2'b01:
        alu_cnt=4'b1000; 
        2'b10:
        alu_cnt=4'b1001; 
        2'b11:
        alu_cnt=funct;
        endcase
    1'b1: 
        case(opcode)
        2'b00:
        alu_cnt=4'b0110; 
        2'b01:
        alu_cnt=4'b1010; 
        2'b10:
        alu_cnt=4'b0000; 
        2'b11:
        alu_cnt=4'b0001; 
        endcase
    endcase
    end
endmodule
`timescale 1ns / 1ps
module add(input[31:0]a,b,input funct,output reg[31:0]addres,output reg cout);
reg x;
always@(*)
    begin
    case(funct)
    2'b0:
        begin
        {cout,addres}=a+b;
        end
    2'b1:
        begin
        {x,addres}=a-b;
        cout=0;
        end
    endcase
    end
endmodule
`timescale 1ns / 1ps
module compare(input[31:0]a,b,output reg c1,c0);
wire [31:0]addres;
add ad(a,b,1'b1,addres,cout);
reg cmp_res;
integer i=0;
always@(addres)
    begin
    cmp_res=a[31]&(~b[31]);
    for(i=31;i>0;i=i-1)
        begin
        cmp_res=cmp_res|(a[i-1]&(~b[i-1])&(~(a[i]&(~b[i]))));
        end
    if(addres==32'd0)
        begin
        c0=1;
        c1=1;
        end
    else if(cmp_res==1)
        begin
        c0=0;
        c1=1;
        end
    else
        begin
        c0=1;
        c1=0;
        end
    end
endmodule
`timescale 1ns / 1ps
module logical(input[31:0]a,b,input[1:0]funct,output reg[31:0]logres);
always@(*)
begin
case(funct[1:0])
2'b00:logres=(a|b);
2'b01:logres=(a&b);
2'b10:logres=(a^b);
2'b11:logres=(~a);
endcase
end
endmodule
`timescale 1ns / 1ps
module calc(input[31:0]a,b,input funct,output reg[31:0]calres,output reg ovf);
reg [31:0]cal;
always@(*)
    begin
    case(funct)
    1'b0:
        begin
        {cal,calres}=a*b;
        if(cal==32'd0) ovf=0;
        else ovf=1;
        end
    1'b1:
       begin
       calres=a/b;
       ovf=0;
       end
    endcase
    end
endmodule
`timescale 1ns / 1ps
module shift(input[31:0]a,input[4:0]b, input funct, output reg[31:0]shtres);
always@(*)
begin
case(funct)
2'b0:shtres=a>>b;
2'b1:shtres=a<<b;
endcase
end
endmodule
`timescale 1ns / 1ps
module alu(input[31:0]a,b, input[3:0]funct, output reg [31:0]s, output reg zero);
wire[31:0] logres,shtres,addres,calres;
wire cout,ovf,c1,c0;
reg x;
    logical l(a,b,funct[1:0],logres);
    shift sh(a,b[4:0],funct[0],shtres);
    compare c(a,b,c1,c0);
    add ad(a,b,funct[0],addres,cout);
    calc cal(a,b,funct[0],calres,ovf);
always@(*)
    begin
    casex(funct)
    4'b00xx:
        begin
        s=logres;
        zero=0;
        end
    4'b010x:
        begin
        s=shtres;
        zero=0;
        end
    4'b011x:
        begin
        s=addres;
        zero=0;
        end
    4'b10xx:
        case(funct[1:0])
        2'b00:
        if(c1&c0==0) zero=1;
        else zero=0;
        2'b01:
        if(c1&c0==0) zero=0;
        else zero=1;
        2'b10:
        if(c0==0&&c1==1) s=32'd0;
        else s=32'd1;
        endcase
    4'b111x:
        begin
        s=calres;
        zero=0;
        end
    default:
        begin
        zero=0;
        s=32'd0;
        end
    endcase
    end
endmodule
`timescale 1ns / 1ps
module control_unit(input [5:0]opcode,output reg_src,reg_wen,alu_src,w_src,mem_wen,check_immed,output [1:0]alu_cnt,pc_cnt);
reg [7:0]opcode_mem[15:0];                
initial
    begin
    opcode_mem[0]=8'b00000011;
    opcode_mem[1]=8'b00000011;
    opcode_mem[2]=8'b00000011;
    opcode_mem[3]=8'b00000011;
    opcode_mem[4]=8'b00000011;
    opcode_mem[5]=8'b00000011;
    opcode_mem[6]=8'b00000011;
    opcode_mem[7]=8'b00000011;
    opcode_mem[8]=8'b00000011;
    opcode_mem[9]=8'b00000011;
    opcode_mem[10]=8'b00001110;
    opcode_mem[11]=8'b00011100;
    opcode_mem[12]=8'b00100000;
    opcode_mem[13]=8'b00100000;        
    opcode_mem[14]=8'b10000110;         
    opcode_mem[15]=8'b10000110;         
    end
assign alu_cnt=opcode[5:4];
assign reg_src=opcode_mem[opcode[3:0]][0];
assign reg_wen=opcode_mem[opcode[3:0]][1];
assign alu_src=opcode_mem[opcode[3:0]][2];
assign w_src=opcode_mem[opcode[3:0]][3];
assign mem_wen=opcode_mem[opcode[3:0]][4];
assign pc_cnt[0]=opcode_mem[opcode[3:0]][5];
assign check_immed=opcode_mem[opcode[3:0]][7];
assign pc_cnt[1]=~(opcode[0]|opcode[1]|opcode[2]|opcode[3]|opcode[4]|opcode[5]);
endmodule
`timescale 1ns / 1ps
module dm(input[31:0]add,data_in,input clk,wen,output[31:0]data_out);
reg [7:0]dm[255:0];
initial
    begin
    dm[0]=8'b00000000;
    dm[1]=8'b00000010;
    dm[2]=8'b00000011;
    dm[3]=8'b00000010;
    dm[4]=8'b00000010;
    dm[5]=8'b00000010;
    dm[6]=8'b00000010;
    dm[7]=8'b00000010;
    dm[8]=8'b00000010;
    dm[9]=8'b00000010;
    dm[10]=8'b00000010;
    dm[11]=8'b00000010;
    dm[12]=8'b00000010;
    dm[13]=8'b00000010;
    dm[14]=8'b00000010;
    dm[15]=8'b00000010;
    dm[16]=8'b00000010;
    dm[17]=8'b00000010;
    dm[18]=8'b00000010;
    dm[19]=8'b00000010;
    dm[20]=8'b00000010;
    dm[21]=8'b00000010;
    dm[22]=8'b00000010;
    dm[23]=8'b00000010;
    dm[24]=8'b00000010;
    dm[25]=8'b00000010;
    dm[26]=8'b00000010;
    dm[27]=8'b00000010;
    dm[28]=8'b00000010;
    dm[29]=8'b00000010;
    dm[30]=8'b00000010;
    dm[31]=8'b00000010;
    end
always@(posedge clk)
    begin
    if(wen)
        begin
        dm[add]=data_in[31:24];
        dm[add+1]=data_in[23:16];
        dm[add+2]=data_in[15:8];
        dm[add+3]=data_in[7:0];
        end
    end
assign data_out={dm[add],dm[add+1],dm[add+2],dm[add+3]};
endmodule
`timescale 1ns / 1ps
module im(input[31:0]pc,input clk,output reg[31:0]inst);
reg[7:0]im[63:0];
initial
    begin
    im[0]=8'b00001010;
    im[1]=8'b00001010;
    im[2]=8'b00101010;
    im[3]=8'b00001010;
    im[4]=8'b00001010;
    im[5]=8'b00001011;
    im[6]=8'b01001010;
    im[7]=8'b00101010;
    im[8]=8'b00001010;
    im[9]=8'b01001010;
    im[10]=8'b00001010;
    im[11]=8'b00001010;
    im[12]=8'b00101010;
    im[13]=8'b00001010;
    im[14]=8'b00001010;
    im[15]=8'b00001010;
    im[16]=8'b01001010;
    im[17]=8'b00101010;
    im[18]=8'b00001010;
    im[19]=8'b01001010;
    im[20]=8'b00001010;
    im[21]=8'b00001010;
    im[22]=8'b00001010;
    im[23]=8'b00001010;
    im[24]=8'b01101010;
    im[25]=8'b00001010;
    im[26]=8'b01001010;
    im[27]=8'b00101010;
    end
always@(posedge clk)
inst={im[pc],im[pc+1],im[pc+2],im[pc+3]};
endmodule
`timescale 1ns / 1ps
module pc(input[31:0]pcin,input[25:0]inst,input clk,input[1:0]cnt,output reg[31:0]pcout);
wire[31:0] p,j,b,jse,bse;
assign p=pcin+32'd4;
sign_ext se1(inst[15:0],bse);
sign_extend se2(inst,jse);
shift_unit s1(bse,2,b);
shift_unit s2(jse,2,j);
always@(posedge clk)
    begin
    case(cnt)
       2'b00:pcout=p;
       2'b01:pcout=p+b;
       2'b10:pcout=j;
    endcase
    end
endmodule
`timescale 1ns / 1ps
module processor(input clk, rst, output reg [31:0] alures, npc,in,da,md);
wire[31:0]new_pc,instruction,data1,data2,alu_res,mem_data,se;
wire[25:0]jb_add;
wire[4:0]rs,rt;
reg[4:0]rd;
wire[3:0]funct;
wire reg_dest,j,b,mem_wen,reg_wen,alu_src,w_src,alu_sel,zero;
wire[1:0]alu_cnt;
reg[31:0] pc0,program_counter,off_dat,w_data;
wire[5:0]opcode,funcode;
initial pc0=32'd0;
always@(posedge clk)
    begin
    if(rst) program_counter=pc0;
    else program_counter=new_pc;
    npc=new_pc;
    end
always@(*)
    begin
    rd=(reg_dest)?instruction[15:11]:rt;
    off_dat=(alu_src)?se:data2;
    w_data=(w_src)?mem_data:alu_res;
    alures=alu_res;
    in=instruction;
    da=data1;
    md=w_data;
    end
im i(program_counter,clk,instruction);
split s1(instruction,rs,rt,opcode,funcode,jb_add);
control_unit c(opcode,reg_dest,reg_wen,alu_src,w_src,mem_wen,alu_sel,alu_cnt,{{j},{b}});
reg_file rf(rs,rt,rd,w_data,reg_wen,clk,data1,data2);
alu_control ac(alu_cnt,funcode[3:0],alu_sel,funct);
sign_ext se3(jb_add[15:0],se);
alu a(data1,off_dat,funct,alu_res,zero);
dm d(alu_res,data2,clk,mem_wen,mem_data);
pc p(program_counter,jb_add,clk,{{j},{b&zero}},new_pc);
endmodule
`timescale 1ns / 1ps
module reg_file(input[4:0]radd1, radd2, wadd, input[31:0]datain, input wr, clk, output [31:0]dataout1, dataout2);
reg[31:0]regs[31:0];
initial
    begin
    regs[0]=32'd1;
    regs[1]=32'd2;
    regs[2]=32'd3;
    regs[3]=32'd4;
    regs[4]=32'd5;
    regs[5]=32'd6;
    regs[6]=32'd7;
    regs[7]=32'd8;
    regs[8]=32'd9;
    regs[9]=32'd10;
    regs[10]=32'd11;
    regs[11]=32'd12;
    regs[12]=32'd13;
    regs[13]=32'd14;
    regs[14]=32'd15;
    regs[15]=32'd16;
    regs[16]=32'd17;
    regs[17]=32'd18;
    regs[18]=32'd19;
    regs[19]=32'd20;
    regs[20]=32'd21;
    regs[21]=32'd22;
    regs[22]=32'd23;
    regs[23]=32'd24;
    regs[24]=32'd25;
    regs[25]=32'd26;
    regs[26]=32'd27;
    regs[27]=32'd28;
    regs[28]=32'd29;
    regs[29]=32'd30;
    regs[30]=32'd31;
    regs[31]=32'd32;
    end
always@(posedge clk)
    if(wr) regs[wadd]=datain;
assign dataout1=regs[radd1];
assign dataout2=regs[radd2];
endmodule
`timescale 1ns / 1ps
module shift_unit(input[31:0]tbsh,s,output[31:0]sh);
assign sh=tbsh<<s;
endmodule
`timescale 1ns / 1ps
module sign_ext(input[15:0]in,output[31:0]out);
assign out={{16{in[15]}},in};
endmodule
`timescale 1ns / 1ps
module sign_extend(input[25:0]in,output[31:0]out);
assign out={{6{in[25]}},in};
endmodule
`timescale 1ns / 1ps
module split(input [31:0] inst, output[4:0]rs,rt,output[5:0]opc,func,output[25:0]jba);
assign rs=inst[25:21];
assign rt=inst[20:16];
assign opc=inst[31:26];
assign func=inst[5:0];
assign jba=inst[25:0];
endmodule
### /design/flow/run.sh
#!/bin/bash
# OpenROAD 26Q1-2900-gdf79404cd8, Yosys 0.63+post, stock flow scripts
make -C /OpenROAD-flow-scripts/flow DESIGN_CONFIG=/design/flow/config.mk WORK_HOME=/design/flow/orfs finish
==> results.txt <==
flow finished, numbers: pin count of the biggest net entering global routing=roughly 70, H-tree depth=4, vias in the first global route=approximately 6300, Hold Crit Start=p.pcout[2], Yosys warnings=14, crit path kind=reg2out, Hold EP=npc[2], post_cts resized=0, pwr dens=approximately 340 nW/um2, r2r endpoint=p.pcout[30], worst r2r path cells=7, layout cells sized above 1=under 10%, number of synthesized flops with an enable pin=between 60 and 70, fp_density=between 50% and 60%, CP Buf/Inv Count=3, highest-count logic cell in the final layout=clkdlybuf4s50_1, Final Slew Violations=0, Reg power frac=between 40 and 50%, Worst setup SP type=register, switching share of power=between 20 and 30%, non-filler instance count after layout=1240, row cnt=49, most frequent cells in the layout=clkdlybuf4s50_1 (113), dfxtp_1 (105), nor2_1 (80), Worst-path clk slew=about 70 ps, first-pass GRT wire length=roughly 33000 um, worst rel slew slack=roughly 38%, WP data required=approximately 3800 ps, hold buffer count at CTS=0, grt ovf=0, Final ANT Viol Nets=0, reg2reg start=program_counter[3], I/O pin count=roughly 160, # DRC=0, worst reg2reg setup slack=1940 ps, dpl hpwl=roughly 15000 um, Final Hold Violation Tally=0, Max Root-Sink Buffers=2, total CTS buffers=17, Clk network pwr share=39.5%, slowest stage delay, CP=550 ps, Int Power=2.65 mW, Slew @ Worst Pin=approximately 940 ps, min-delay worst type=reg2reg, root buffer cell=clkbuf_16, Top delay family on crit path=buffers and inverters, GP Congestion=0.920, # Cells Yosys=around 900, Registers, synthesis=between 200 and 250, Cell Chain, Critical Path=buf_4 > buf_4 > nor2_1 > a31oi_1 > clkdlybuf4s50_1, Max Freq=0.289 GHz, Comb pwr share=between 15 and 20%, Sw Pwr=roughly 1.1 mW, Synth cell types=approximately 66, final setup vio count=0, gr usage total=23.8%, Die X=about 140 um, kind of end point of the critical path=output port, ant diodes=0, RSZ-0062 raised after global routing=false, Critical-path top delay cell=buf_4, TritonCTS clock tree=yes, Initial DRT Pass Iterations=21, DP Cell Count=between 1000 and 1500, Synth Flop Type=dfxtp_1, status=completed, vias per inst=roughly 5.3, initial antenna violation count=0, postcts setup bufs=0, total power=3.71 mW, Routed WL=~21000 um, # fillers=1491, Synth Cell Area=approximately 9100 um2, crit share post-route=~74%, syn avg cell area=10.2 um2, WL/cell=between 15 and 20 um, cell mode on critical path=buf_4, synth-to-layout area growth=19.4%, Starting DRT DRC Count=approximately 360, Late-Pin Clk Latency=430 ps, vias=6625, CP max FO=between 50 and 60, FFs w/ async S/R, synth=0%, Worst Hold Depth=0, Mapped Cells=between 800 and 900, Pleak=4.07 nW, chip area=18800 um2, height of the chip=approximately 140 um, Core Footprint=~18000 um2, Setup Total Neg Slack=0 ps, Log Warnings=about 40, number of I/O port buffers=approximately 110, Final min period=between 3000 and 4000 ps, Yosys Chip Area=~9100 um2, count of unclocked register or latch pins=32, skew final=9.20 ps, max_cap viols=0, endpoints left unconstrained=between 60 and 70, Worst VDD drop=roughly 270 uV, CP arrival=approximately 2500 ps
## how the worst max path moves through the flow
stage     startpoint     end  cells after the start
4_1_cts   i.inst[29]  md[25]                      5
5_1_grt   i.inst[29]  md[25]                      5
6_report  i.inst[29]  md[25]                      5
## metal layers
| metal | global-route usage (%) | vias up | routed length (um) | part of all wire [%] |
|---|---|---|---|---|
| met1 | 34.0 | 3130 | 9160 | 44 |
| li1 | - | 3262 | - | - |
| met5 | 0 | - | 0 | 0 |
| met3 | 5.78 | 33 | 1240 | 5.9 |
| met2 | 38.7 | 200 | 10000 | 48 |
| met4 | 4.03 | 0 | 410 | 2.0 |
## stage by stage
stage                     area [um2]  setup WS (ps)  hold slack, ps  util, %
final                          10900           1240             347     60.8
after global routing           10900           1040             361     60.8
after CTS                      10900           1240             348     60.8
after detailed placement       10300           1690             329     57.3
after global placement         10300           1730             330     57.3
after floorplan                 9300           1160             324        -
## power by group through the flow
stage | logic (mW) | registers, mW | clock network (mW)
CTS | 0.595 | 1.65 | 1.50
global route | 0.666 | 1.66 | 1.56
finish | 0.595 | 1.65 | 1.47
## flip-flops by register name, summed over array words and instances, names as in the netlist
name             flops
p.pcout             32
npc                 32
i.inst              12
program_counter     32
a.s                 32
rf.regs             64
## layout make-up
| class | instances | area [um2] | share of cell area [%] |
|---|---|---|---|
| Clock buffer | 18 | 439 | 4.03 |
| Clock inverter | 14 | 191 | 1.76 |
| Inverter | 22 | 82.6 | 0.758 |
| Multi-Input combinational cell | 632 | 4130 | 37.9 |
| Sequential cell | 204 | 4570 | 41.9 |
| Tap cell | 229 | 287 | 2.63 |
| Timing Repair Buffer | 121 | 1190 | 10.9 |
## cell families (layout without fill, tap and decap cells)
group / count (synthesis) / in the layout / synth area share [%]
other cells: 2 / 48 / 0.0823
compound gates: 117 / 117 / 8.30
flops: 172 / 172 / 44.8
fa+ha+maj: 28 / 28 / 4.00
latches: 32 / 32 / 5.27
xor+xnor: 75 / 75 / 7.20
mux: 42 / 42 / 4.95
simple gates: 322 / 322 / 18.8
buf+inv: 106 / 175 / 6.58
## cell usage after synthesis, types with 4 or more instances
cell        n  area [um2]
a211oi_1    6        45.0
a21oi_1    34         170
a31oi_1     7        43.8
and3_1     10        62.6
buf_1       5        18.8
buf_4      51         383
clkbuf_1   24        90.1
dfxtp_1   108        2160
dlxtn_1    32         480
edfxtp_1   64        1920
ha_1       26         325
inv_1      22        82.6
mux2_2      6        67.6
mux2_4      4        60.1
mux2i_1    29         290
nand2_1    38         143
nand2b_1    4        25.0
nand3_1    21         105
nand3b_1    7        52.6
nand4_1    17         106
nor2_1     81         304
nor2b_1    62         388
nor3_1     25         125
nor3b_1     9        67.6
nor4_1     14        87.6
o211ai_1    7        52.6
o21a_1      5        37.5
o21ai_0    20         100
o22ai_1     4        25.0
o31ai_1     7        52.6
or2_2       6        37.5
or3_1       9        56.3
or4_1       4        30.0
xnor2_1    47         412
xor2_1     28         245
Power and IR drop assume default switching activity.
